File: /design/flow/run.sh
#!/bin/bash
# OpenROAD 26Q1-2900-gdf79404cd8, Yosys 0.63+post, stock flow scripts
make -C /OpenROAD-flow-scripts/flow DESIGN_CONFIG=/design/flow/config.mk WORK_HOME=/design/flow/orfs finish
File: /design/flow/config.mk
export PLATFORM = sky130hd
export DESIGN_NAME = vendingMachineFinal
export DESIGN_NICKNAME = vendingMachineFinal
export VERILOG_FILES = /design/flow/design.v
export SDC_FILE = /design/flow/constraint.sdc
export NUM_CORES = 4
export LEC_CHECK = 1
export CORE_AREA = 10 10 110 110
export DIE_AREA = 0 0 120 120
File: /design/flow/constraint.sdc
current_design vendingMachineFinal

set clk_period 3.4
set clk_io_pct 0.2

create_clock -name clk0 -period $clk_period [get_ports {clk}]

set non_clock_inputs [all_inputs -no_clocks]
set_input_delay [expr $clk_period * $clk_io_pct] -clock clk0 $non_clock_inputs
set_output_delay [expr $clk_period * $clk_io_pct] -clock clk0 [all_outputs]
File: /design/flow/design.v
module vendingMachineFinal(clk, btn, sw, Rssd, Lssd, ld);
	input clk;
	input [3:0] btn;
	input [7:5] sw;
	output reg [6:0] Lssd;
	output reg [6:0] Rssd;
	output reg [7:0] ld;
	initial ld = 8'b00000000;
	reg [6:0] balance;
	initial balance = 0;
	reg [3:0] state, nxt_st;
	parameter reset= 0, 
				idle= 1, 
				dispenseBB= 2, 
				dispenseCB= 3,
				dispenseSB = 4, 
				addNickel = 5,
				addDime = 6,
				addQuarter = 7,
				error = 8;				
	always @ (posedge clk)
		begin 
			state = nxt_st;
			case (state)
				reset: begin  
					balance = 0;
					nxt_st = idle;
				end
				idle: begin  
					ld = 8'b00000000;
					case (balance) 
						7'd0: begin Lssd = 7'b1111110; Rssd = 7'b1111110; end
						7'd5: begin Lssd = 7'b1111110; Rssd = 7'b1011011; end
						7'd10: begin Lssd = 7'b0110000; Rssd = 7'b1111110; end
						7'd15: begin Lssd = 7'b0110000; Rssd = 7'b1011011; end
						7'd20: begin Lssd = 7'b1101101; Rssd = 7'b1111110; end
						7'd25: begin Lssd = 7'b1101101; Rssd = 7'b1011011; end
						7'd30: begin Lssd = 7'b1111001; Rssd = 7'b1111110; end
						7'd35: begin Lssd = 7'b1111001; Rssd = 7'b1011011; end
						7'd40: begin Lssd = 7'b0110011; Rssd = 7'b1111110; end
						7'd45: begin Lssd = 7'b0110011; Rssd = 7'b1011011; end
						7'd50: begin Lssd = 7'b1011011; Rssd = 7'b1111110; end
						7'd55: begin Lssd = 7'b1011011; Rssd = 7'b1011011; end
						7'd60: begin Lssd = 7'b1011111; Rssd = 7'b1111110; end
						7'd65: begin Lssd = 7'b1011111; Rssd = 7'b1011011; end
						7'd70: begin Lssd = 7'b1110000; Rssd = 7'b1111110; end
						7'd75: begin Lssd = 7'b1110000; Rssd = 7'b1011011; end
						7'd80: begin Lssd = 7'b1111111; Rssd = 7'b1111110; end
						7'd85: begin Lssd = 7'b1111111; Rssd = 7'b1011011; end
						7'd90: begin Lssd = 7'b1111011; Rssd = 7'b1111110; end
						7'd95: begin Lssd = 7'b1111011; Rssd = 7'b1011011; end
						default begin Lssd = 7'b1111110; Rssd = 7'b1111110; end
					endcase
					if (balance >= 100) begin balance = balance - 100; end
					else if (sw[7]) begin
						if (balance >= 15) nxt_st = dispenseBB; 
						else nxt_st = error; 
					end
					else if (sw[6]) begin
						if (balance >= 50) nxt_st = dispenseCB; 
						else nxt_st = error;  
					end
					else if (sw[5]) begin
						if (balance >= 70) nxt_st = dispenseSB; 
						else nxt_st = error; 
					end
					else if (btn[3]) nxt_st = addNickel; 
					else if (btn[2]) nxt_st = addDime; 
					else if (btn[1]) nxt_st = addQuarter; 
					else if (btn[0]) nxt_st = reset; 
					else nxt_st = idle;
				end
				dispenseBB: begin
					ld = 8'b11111111;
					Lssd = 7'b1111111;
					Rssd = 7'b1111111;
					nxt_st = reset;
				end	
				dispenseCB: begin
					ld = 8'b11111111;
					Lssd = 7'b1001110;
					Rssd = 7'b1111111;
					nxt_st = reset;
				end
				dispenseSB: begin
					ld = 8'b11111111;
				   Lssd = 7'b1011011;
					Rssd = 7'b1111111;
					nxt_st = reset;
				end
				addNickel: begin
					balance = balance + 5;
					nxt_st = idle;
				end
				addDime: begin
					balance = balance + 10;
					nxt_st = idle;
				end
				addQuarter: begin
					balance = balance + 25;
					nxt_st = idle;
				end
				error: begin
				Lssd = 7'b1001111; 
				Rssd = 7'b1001111;
				nxt_st = idle; 
				end
				default: nxt_st = reset;
			endcase 
		end 
endmodule
==> changes_impl.md <==
## Implementation

* Status: finished, final reports clean
* Gr usage total at 0.0699
* H-tree Lvls at 1
* Routed WL at between 5000 and 6000 um
* Leakage at about 0.85 nW
* Placement Cell Area at 0.00247 mm2
* WHS at between 0.7 and 0.8 ns
* Height of the die at 120 um
* DRC Markers at 0
* Worst-path clk slew at 0.09 ns
* Largest net degree at the start of global routing at 23
* First-pass DRT Iterations at 5
* Post-synthesis async set-or-reset flop share at 0
* CP Data Required Time at 3.41 ns
* Number of synthesis warnings at 1
* Initial detailed-routing violation count at between 150 and 200
* Count of final setup violators at 0
* Cell Type Count at about 56
* OpenROAD warnings at 34
* Core Region at a little under 0.01 mm2
* Max Freq at 362 MHz
* Hold-fix buffers, CTS at 0
* Worst-Skew Late Latency at 0.27 ns
* Pwr dens at slightly below 1000 mW/mm2
* Via density at 4.82
* Min Tclk post-route at 2.76 ns
* Post-CTS sizing at 0
* Psw at 1.13 mW
* Crit start category: flop
* Yosys cell count at 259
* Grt ovf at 0
* Arrival @ worst endpoint at 2.77 ns
* Crit path largest cell delay at 0.72 ns
* Avg Synthesized Cell Area at 8.41 um2
* RePlAce Congestion at 0.900
* Fp util at 0.223
* FF+latch count, synth at 23
* IO Count at 30
* Setup bufs post-CTS at 0
* HP Class: reg -> reg
* Combinational Power Share at 0.588
* Placed insts at roughly 400
* Clock power share at 0.073
* Root Buffer: clkbuf_8
* Sink Count at 23
* Max-slew violations at 0
* Clock buffer count from CTS at 3
* Main flop type after synthesis: edfxtp_1
* Chip Area, Yosys at roughly 0.0022 mm2
* Horizontal die size at 120 um
* FP Rows at 36
* Final Hold Vio Count at 0
* Fillers at 1056
* Final period util at 0.813
* Synthesized cell area at 0.00218 mm2
* Total of max-cap violations at 0
* Relative slew margins at 0.498
* Crit end category: flop
* Final HPWL from detailed placement at 4010 um
* Design area at 0.00252 mm2
* Sw Share at 0.463
* Crit Path Class: reg -> reg
* CP max FO at 19
* Pint at roughly 1.3 mW
* Worst-margin pin slew at roughly 0.75 ns
* Setup TNS Final at 0 ns
* First-pass GRT wire length at about 8600 um
* TritonCTS clock tree: done
* Register area share after synthesis at 0.317
* ANT nets after route at 0
* Unrepaired setup endpoints after global routing: no
* Max stage delay cell, worst path: edfxtp_1
* Sequential share of power at 0.339
* Cells after Synth at around 260
* # port buffers at 26
* Peak VDD IR at 243 uV
* Number of enable flip-flop cells at 23
* Most frequently placed logic cells in the final layout: 26 x clkdlybuf4s50_1, 23 x edfxtp_1, 22 x nand2_1
* Area grow syn2layout at 15.7%
* Fraction of layout cells with a size suffix above 1 at 0.0417
* WL/cell at 13.5 um
* Die area at between 0.01 and 0.015 mm2
* Post-Layout Cell Count at 397
* Worst path cell trace: ha_1 > a22oi_1 > a221o_1 > a21oi_4 > nor2_2 > or4b_1
* Vias in the first global route at 1761
* Commonest Layout Cell: clkdlybuf4s50_1
* Reg2reg setup slack at 0.64 ns
* Skew final at approximately 0.0046 ns
* Vias at 1913
* Number of antenna violations at the first check in global routing at 0
* Max clock buf depth at 2
* Diodes inserted at 0
## critical path, delay by kind of cell (launching register included)
family	cells	cell delay, ns
flip-flops	1	0.72
adder cells (fa/ha/maj)	1	0.43
AND-OR/OR-AND	3	0.84
AND/OR/NAND/NOR	2	0.51
## layout make-up
class / count / area, um2 / area share
multi-input cells: 195 / 1280 / 0.510
flip-flops and latches: 23 / 691 / 0.274
repair buffers: 29 / 283 / 0.112
well taps: 133 / 166 / 0.0661
inverters: 13 / 48.8 / 0.0194
clock buffers: 4 / 45.0 / 0.0179
## per-layer routing
metal | part of all wire | up-vias | wire length (um) | track usage
li1 | - | 956 | - | -
met1 | 0.47 | 896 | 2510 | 0.0983
met2 | 0.46 | 57 | 2440 | 0.111
met3 | 0.058 | 4 | 313 | 0.0129
met4 | 0.018 | 0 | 95 | 0.0128
met5 | 0 | - | 0 | 0
## power groups by stage
stage / Combinational [mW] / Sequential (mW) / Clock [mW]
CTS: 1.45 / 0.823 / 0.185
global route: 1.60 / 0.864 / 0.196
finish: 1.44 / 0.829 / 0.178
## cells in the mapped netlist, types with 3 or more instances
| cell type | count | share of area |
|---|---|---|
| edfxtp_1 | 23 | 0.32 |
| nand2_1 | 22 | 0.038 |
| o21ai_0 | 19 | 0.044 |
| nor2_1 | 17 | 0.029 |
| a21oi_1 | 15 | 0.034 |
| clkbuf_1 | 14 | 0.024 |
| ha_1 | 12 | 0.069 |
| inv_1 | 12 | 0.021 |
| buf_4 | 10 | 0.034 |
| xnor2_1 | 10 | 0.040 |
| nor3_1 | 8 | 0.018 |
| a211oi_1 | 6 | 0.021 |
| nand3_1 | 6 | 0.014 |
| nand2b_1 | 5 | 0.014 |
| nor2b_1 | 5 | 0.014 |
| nor4_1 | 5 | 0.014 |
| a22oi_1 | 4 | 0.014 |
| nand4b_1 | 4 | 0.016 |
| o211ai_1 | 4 | 0.014 |
| a211o_1 | 3 | 0.012 |
| a221oi_1 | 3 | 0.012 |
| buf_1 | 3 | 0.0052 |
| o22ai_1 | 3 | 0.0086 |
| o31ai_1 | 3 | 0.010 |
## flip-flops by register name, indices dropped and copies added (netlist names)
register and flops:
Lssd 7, Rssd 4, balance 7, ld 1, nxt_st 4
## final timing paths
check,start,endpoint,cells after the start
max,balance[3],Lssd[1],6
min,balance[0],balance[0],1
max reg2reg,balance[3],Lssd[1],6
min reg2reg,balance[0],balance[0],1
## stage by stage
step	util	power, mW	setup WS [ns]
finish	0.258	2.44	0.636
detailed placement	0.253	2.27	0.673
floorplan	-	1.83	0.938
CTS	0.258	2.46	0.657
global route	0.258	2.66	0.467
global placement	0.253	2.27	0.758
## kinds of logic after synthesis
group / Yosys count / synth area share
compound gates: 78 / 0.245
xor+xnor: 10 / 0.0402
fa+ha+maj: 12 / 0.0690
buf+inv: 43 / 0.0960
flops: 23 / 0.317
mux: 3 / 0.0144
other cells: 1 / 0.00172
simple gates: 89 / 0.217
No activity file was given, so power comes from the tool's default toggle rates.
